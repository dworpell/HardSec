[config.mk]
export PLATFORM = sky130hd
export DESIGN_NAME = mux16_1_12
export DESIGN_NICKNAME = mux16_1_12
export VERILOG_FILES = /design/flow/design.v
export SDC_FILE = /design/flow/constraint.sdc
export NUM_CORES = 4
export LEC_CHECK = 1
export CORE_AREA = 10 10 114 114
export DIE_AREA = 0 0 124 124
[constraint.sdc]
current_design mux16_1_12

set clk_period 4.0
set clk_io_pct 0.2

create_clock -name clk0 -period $clk_period

set non_clock_inputs [all_inputs -no_clocks]
set_input_delay [expr $clk_period * $clk_io_pct] -clock clk0 $non_clock_inputs
set_output_delay [expr $clk_period * $clk_io_pct] -clock clk0 [all_outputs]
[design.v]
`timescale 1ns / 1ps
`default_nettype none
module ro(clock, puf_out);
	 input clock;
	 output wire puf_out;
	 wire [3:0] select1, select2;
	 wire enable, reset;
	 wire [11:0] mux1_out, mux2_out;
	 wire [11:0] clockcounter_out;
	 wire [3:0] muxmux, muxmux2;
	 wire start, done;
	wire [191:0] counter_outs;
	wire [3:0] sel1, sel2;
	 mux16_1_12 mux1 (counter_outs[11:0],counter_outs[23:12],counter_outs[35:24],counter_outs[47:36],counter_outs[59:48],counter_outs[71:60],counter_outs[83:72],counter_outs[95:84],counter_outs[107:96],counter_outs[119:108],counter_outs[131:120],counter_outs[143:132],counter_outs[155:144],counter_outs[167:156],counter_outs[179:168],counter_outs[191:180], muxmux, mux1_out);
	 mux16_1_12 mux2 (counter_outs[11:0],counter_outs[23:12],counter_outs[35:24],counter_outs[47:36],counter_outs[59:48],counter_outs[71:60],counter_outs[83:72],counter_outs[95:84],counter_outs[107:96],counter_outs[119:108],counter_outs[131:120],counter_outs[143:132],counter_outs[155:144],counter_outs[167:156],counter_outs[179:168],counter_outs[191:180], muxmux2, mux2_out);
	 assign muxmux  = (~done) ? sel1:select1;
	 assign muxmux2 = (~done) ? sel2:select2;
	 wire enable1;
	 assign enable1=clockcounter_out!=12'hfff;
	 wire reset1;
	 assign reset1=(clockcounter_out==12'h002 || reset) ? 1:0;
	 wire [3:0] rng1, rng2;
	 wire [255:0] crp;
	 wire puf_request;
	 wire [11:0] oc;
	 PUF_FSM fsm(clock, reset,puf_out,clockcounter_out,mux1_out, mux2_out, enable,puf_request,done,oc,crp,sel1,sel2,rng1,rng2);
	 wire fenable, freset;
	 assign fenable = (enable && clockcounter_out>12'h002)||done ? 1:0;
	 assign freset  = (reset || ((clockcounter_out <= 12'h002)&&~done)) ? 1:0;
   wire [16:0] outs;
	 counter12 clock_counter (clockcounter_out, enable, clock, reset,1'b0);
	 assign puf_out =(mux1_out > mux2_out) ? 1:0;
	 generate
		 genvar i;
		 for (i=0; i<16; i=i+1) begin: ro  
			counter12 ro_counter (counter_outs[(i*12)+11:(i*12)], enable1, outs[i], reset1, 1'b0); 
			ringoscillator ro (fenable, freset, outs[i]);
		 end
   endgenerate 
	wire fakeclock;
	assign fakeclock = (clockcounter_out < 12'd2048) ? 1: 0;
	wire [127:0] rngstring;
	wire fakerclock;
	RNG rng (rngstring,fakerclock, outs,rng1,rng2, clock, reset);
	 wire [11:0] vio_op;
	 assign puf_request=vio_op[10];
	 assign select2=vio_op[9:6];
	 assign select1=vio_op[5:2];
	 assign reset=vio_op[1];	 
	 assign enable=vio_op[0];
	 wire [191:0] vio_ip;
	 assign vio_ip = counter_outs;
	 wire [413:0] ila_data;
	 assign ila_data[7:4]=sel1[3:0];
	 assign ila_data[11:8]=rng1;
	 assign ila_data[15:12]=rng2;
	 assign ila_data[24] = puf_out;
	 assign ila_data[25] = outs[rng1]^outs[rng2];
	 assign ila_data[37:26] = oc;
	 assign ila_data[3:0] = sel2[3:0];
	 assign ila_data[157:38] = rngstring[119:0];
	 assign ila_data[413:158] = crp;
	wire [35:0] cntbus, ilacntbus;
	ICON ICON0 (
    .CONTROL0(cntbus),
	 .CONTROL1(ilacntbus));	
	VIO VIO0 (
		 .CONTROL(cntbus),
		 .ASYNC_OUT(vio_op),
		 .ASYNC_IN(vio_ip));	 
	ILA ILA0 (
    .CONTROL(ilacntbus),
    .CLK(fakeclock),
    .DATA(ila_data),
	 .TRIG0(clockcounter_out),
    .TRIG1(enable),
	 .TRIG2(sel1));
endmodule
module mux16_1(
								 input in1,                
                         input in2,                
                         input in3,                
                         input in4,
								 input in5,                
                         input in6,                
                         input in7,                
                         input in8,
								 input in9,                
                         input in10,                
                         input in11,                
                         input in12,
								 input in13,                
                         input in14,                
                         input in15,                
                         input in16,								 
                         input [3:0] sel,               
                         output outfinal);             
reg  out;
assign outfinal=out;
always @(sel or in1 or in2 or in3 or in4 or in5 or in6 or in7 or in8 or in9 or in10 or in11 or in12 or in13 or in14 or in15 or in16)
 case(sel) 
    4'b0000 : out = in1;
    4'b0001 : out = in2;
    4'b0010 : out = in3;
	 4'b0011 : out = in4;
    4'b0100 : out = in5;
    4'b0101 : out = in6;
    4'b0110 : out = in7;
	 4'b0111 : out = in8;	
    4'b1000 : out = in9;
    4'b1001 : out = in10;
    4'b1010 : out = in11;
	 4'b1011 : out = in12;
    4'b1100 : out = in13;
    4'b1101 : out = in14;
    4'b1110 : out = in15;
	 4'b1111 : out = in16;	 
 endcase 
endmodule  
module PUF_FSM(input clock, 
					input reset,
					input puf_out,
					input [11:0] clockcounter_out,
					input [11:0] mux1_out,
					input [11:0] mux2_out,
					input start,
					input puf_request,
					output reg done,
					output [11:0] oc,
					output [255:0] crp,
					output [3:0] sel1,
					output [3:0] sel2,
					output reg [3:0] rng1,
					output reg [3:0] rng2);
	wire [11:0] muxin1, muxin2, mathstuff, CRP_count,CRP_index,onescount;
	reg clearmux2, clearmux1;
	reg clearcrpcountmux,clearindexmux,clearonescount,onescountenable;
	reg enablemux1,enablemux2;
	reg [3:0] rng1t,rng2t;
	reg setrngvals;
	reg [1:0] currentState;
	reg [1:0] nextState;
	wire CRP_DONE;
	reg indexenable;
	reg [255:0] pufgoodtemp, pufgoodmask,crptemp,crpmask;
	reg resetcrp;
	assign CRP_DONE=(clockcounter_out==12'hfff) ? 1:0;
	assign crp=crptemp; 
	reg sel2mux;
	always @(posedge clock, posedge reset) begin
		if (reset) begin
			currentState<=2'd0;
			rng1<=4'd0;
			rng2<=4'd1;
			pufgoodtemp<=256'd0;
		end
		else begin
			if (setrngvals) begin
				rng1<=rng1t;
				rng2<=rng2t;
				crptemp<=256'd0;
			end
			if (resetcrp) begin
				crptemp<=256'd0;
			end
			else begin
				crptemp<=crptemp|crpmask;
			end
			pufgoodtemp<=pufgoodtemp|pufgoodmask;
			currentState<=nextState;
		end
	end
	reg [11:0] min_diff;
	reg [11:0] diff_to_add;
	reg [11:0] currentdiff;
	reg [11:0] prev_diff;
	reg resetdiff;
	reg updatediff;
	reg updatemindiff;
	reg diffneg;
		assign oc= currentdiff;
	always @(posedge clock, posedge reset) begin
			if(reset) begin
				min_diff<=12'h000;
				currentdiff<=12'd0;
				prev_diff<=12'd0;
			end
			else begin
				if (resetdiff) begin
					currentdiff<=12'd0;
					prev_diff<=12'd0;
				end
				else if (updatediff) begin
					if(CRP_count!=0)
						currentdiff<=currentdiff+(diff_to_add-prev_diff);
					prev_diff<=diff_to_add;
				end
				if (updatemindiff) begin
					if (diffneg)
						min_diff<=~currentdiff;
					else
						min_diff<=currentdiff;
				end
			end
	end
	always @(currentState or start or CRP_DONE or mathstuff or puf_out or onescount or CRP_count or CRP_index or muxin1 or mux1_out or mux2_out or muxin2 or puf_request or pufgoodtemp or currentdiff or min_diff) begin
		clearcrpcountmux=1'b0;
		enablemux1=1'b0;
		done=1'b0;
		enablemux2=1'b0;
		indexenable=1'b0;
		clearonescount=1'b0;
		clearindexmux=1'b0;
		clearmux2=1'b0;
		clearmux1=1'b0;
		setrngvals=1'b0;
		rng1t=4'd0;
		rng2t=4'd0;
		sel2mux=1'b0;
		crpmask=256'd0;
		pufgoodmask=256'd0;
		resetcrp=1'b0;
		onescountenable=1'b0;
		updatediff=1'b0;
		resetdiff=1'b0;
		updatemindiff=1'b0;
		diffneg=1'b0;
		diff_to_add=12'd0;
		case(currentState)
			2'd0: begin
				nextState=2'd0;
				clearcrpcountmux=1'b1;
				clearindexmux=1'b1;
				clearmux1=1'b1;
				clearmux2=1'b1;
				resetdiff=1'b1;
				if(start) begin
					nextState=2'd1;
				end
			end
			2'd1: begin
				nextState=2'd1;
				if (CRP_DONE) begin
					if (CRP_count==12'd50 || (muxin1[3:0]==muxin2[3:0])) begin
						if (muxin2[3:0]==4'hf) begin
							enablemux1=1'b1;
							clearmux2=1'b1;
							if (muxin1[3:0]==4'hF)
								clearmux1=1'b1;
						end
						enablemux2=1'b1;
						clearcrpcountmux=1'b1;
						indexenable=1'b1;
						clearonescount=1'b1;
						resetdiff=1'b1;
						if ((onescount>12'd45 || onescount<12'd5) && muxin2[3:0]!=muxin1[3:0]) begin
							pufgoodmask[CRP_index] = 1'b1;
						end
						if (muxin1[3:0] != muxin2[3:0]) begin
							if ((mux1_out>mux2_out && mux1_out-mux2_out<=2) ||(mux2_out>mux1_out && mux2_out-mux1_out<=2))begin 
								if (currentdiff[11] && ~currentdiff>=min_diff) begin
									setrngvals=1'b1;
									rng2t=muxin1[3:0];
									rng1t=mathstuff[3:0];
									updatemindiff=1'b1;
									diffneg=1'b1;
								end
								else if (~currentdiff[11] && currentdiff>=min_diff) begin
									setrngvals=1'b1;
									rng2t=muxin1[3:0];
									rng1t=mathstuff[3:0];
									updatemindiff=1'b1;
								end
							end
						end
					end
					if (puf_out)
						onescountenable=1'b1;
					diff_to_add=mux1_out-mux2_out;
					updatediff=1'b1;
				end
				if (CRP_index>=12'd256) begin
					nextState=2'd2;
					clearindexmux=1'b0;
					clearmux1=1'b1;
					clearmux2=1'b1;
					clearonescount=1'b1;
					clearcrpcountmux=1'b1;
				end
			end
			2'd2: begin
				nextState=2'd2;
				done=1'b1;
				if (puf_request) begin
					clearcrpcountmux=1'b1;
					clearonescount=1'b1;
					clearindexmux=1'b1;
					clearmux2=1'b1;
					clearmux1=1'b1;
					nextState=2'd3;
					resetcrp=1'b1;
				end
			end
			2'd3: begin
				nextState=2'd3;
				sel2mux=1'b1;
				if (CRP_DONE) begin
					if (CRP_count==12'd5 || (muxin1[3:0]==muxin2[3:0])) begin
						if (muxin2[3:0]==4'hf) begin
							enablemux1=1'b1;
							clearmux2=1'b1;
							if (muxin1[3:0]==4'hF)
								clearmux1=1'b1;
						end
						enablemux2=1'b1;
						clearcrpcountmux=1'b1;
						indexenable=1'b1;
						clearonescount=1'b1;
						if (~pufgoodtemp[CRP_index]) begin
							crpmask[CRP_index]=1'b0;
						end
						else if (onescount>=12'd3) begin
							crpmask[CRP_index]=1'b1;
						end
						else begin
							crpmask[CRP_index]=1'b0;
						end
					end
					if (puf_out)
						onescountenable=1'b1;
				end
				if (CRP_index>=12'd256) begin
					nextState=2'd2;
					clearindexmux=1'b1;
					clearmux1=1'b1;
					clearmux2=1'b1;
					clearonescount=1'b1;
					clearcrpcountmux=1'b1;
				end
			end
		endcase
	end
	assign mathstuff = muxin2; 
	counter12 muxincoconut  (muxin1, enablemux1, clock, reset, clearmux1);
	counter12 mux2incoconut (muxin2, enablemux2, clock, reset, clearmux2);
	assign sel1=muxin1[3:0];
	assign sel2=(sel2mux) ? mathstuff[3:0]:muxin2;
	counter12 onecounter  	(onescount, CRP_DONE & puf_out, clock, reset, clearonescount);
	counter12 CRP_Counter  	(CRP_count, CRP_DONE, clock, reset, clearcrpcountmux);
	counter12 CRP_index_count (CRP_index, indexenable, clock, reset, clearindexmux);
endmodule
module counter7(
	output [6:0] count,
    input enable,
    input clk,
    input reset, input clear);
reg [6:0] temp;
assign count=temp;
always @(posedge clk, posedge reset)
if (reset) begin
  temp <= 7'd0 ;
end else if (clear) begin
	temp<=7'd0;
end else if (enable) begin
  temp <= temp + 1;
end
endmodule
module mux16_1_12(
								 input [11:0] in1,                
                         input [11:0]in2,                
                         input [11:0]in3,                
                         input [11:0]in4,
								 input [11:0]in5,                
                         input [11:0]in6,                
                         input [11:0]in7,                
                         input [11:0]in8,
								 input [11:0]in9,                
                         input [11:0]in10,                
                         input [11:0]in11,                
                         input [11:0]in12,
								 input [11:0]in13,                
                         input [11:0]in14,                
                         input [11:0]in15,                
                         input [11:0]in16,								 
                         input [3:0] sel,               
                         output [11:0]outfinal);             
reg [11:0] out;
assign outfinal=out;
always @(sel or in1 or in2 or in3 or in4 or in5 or in6 or in7 or in8 or in9 or in10 or in11 or in12 or in13 or in14 or in15 or in16)
 case(sel) 
    4'b0000 : out = in1;
    4'b0001 : out = in2;
    4'b0010 : out = in3;
	 4'b0011 : out = in4;
    4'b0100 : out = in5;
    4'b0101 : out = in6;
    4'b0110 : out = in7;
	 4'b0111 : out = in8;	
    4'b1000 : out = in9;
    4'b1001 : out = in10;
    4'b1010 : out = in11;
	 4'b1011 : out = in12;
    4'b1100 : out = in13;
    4'b1101 : out = in14;
    4'b1110 : out = in15;
	 4'b1111 : out = in16;	 
 endcase 
endmodule  
module counter12(
    output [11:0] count,
    input enable,
    input clk,
    input reset, input clear
);
reg [11:0] temp;
assign count=temp;
always @(posedge clk, posedge reset)
if (reset) begin
  temp <= 12'b0 ;
end else if (clear) begin
	temp<=12'd0;
end else if (enable) begin
  temp <= temp + 1;
end
endmodule
module counter20(
    output [19:0] count,
	 input [11:0] D,
    input enable,
    input clk,
    input reset
);
reg [19:0] temp;
assign count=temp;
always @(posedge clk, posedge reset)
if (reset) begin
  temp <= 20'b0 ;
end else if (enable) begin
  temp <= temp + {8'd0, D};
end
endmodule 
module RNG(
    output [127:0] bits,
	 output xorouto,
    input [16:0] outs,
	 input [3:0] rng1,
	 input [3:0] rng2,
    input clk,
    input reset
);
	wire fakerclock;
	wire [11:0] fakecounter_out;
	wire [127:0] rngdata1;
	assign bits = rngdata1;
	wire xorout;
	assign xorouto=fakerclock;
	assign xorout=outs[0]^outs[1]^outs[2]^outs[3]^outs[4]^outs[5]^outs[6]^outs[7]^outs[8]^outs[9]^outs[10]^outs[11]^outs[12]^outs[13]^outs[14]^outs[15];
	counter12 ro_counter (fakecounter_out, 1'b1, xorout, 0,0); 
	assign fakerclock = (fakecounter_out < 12'd2048) ? 1: 0;
	rng_data data1 (rngdata1, outs[rng2]^outs[rng1], fakerclock, reset);
endmodule
module rng_data(
    output [127:0] bits,
    input in,
    input clk,
    input reset
);
reg [127:0] temp;
assign bits=temp;
always @(posedge clk, posedge reset)
if (reset) begin
  temp <= 128'b0 ;
end else if (in) begin
	temp <= {temp[126:0],1'b1};
end else begin
  temp <= {temp[126:0],1'b0};
end
endmodule 
[run.sh]
#!/bin/bash
# OpenROAD 26Q1-2900-gdf79404cd8, Yosys 0.63+post, stock flow scripts
make -C /OpenROAD-flow-scripts/flow DESIGN_CONFIG=/design/flow/config.mk WORK_HOME=/design/flow/orfs finish
==> run notes <==
Synthesis and place-and-route results.

- The transition time at the pin with the least slew margin is approximately 560 ps.
- TritonRoute reported its final design rule violation total as 0.
- The total routed wirelength is 11900 µm.
- The simple-gate portion of the synthesized area is 25.4%.
- The highest clock rate is approximately 0.27 GHz.
- The worst hold path belongs to the class input port to output port.
- The area figure in the yosys stat output is 0.00184 mm².
- Fill cells in the final layout number 1076.
- The synthesized netlist occupies a cell area of 0.00184 mm².
- The detail-routed net length per standard cell is 21.2 µm.
- The type of the worst setup path is input port to output port.
- As logged by OpenROAD, the buffers inserted on ports number 208.
- RePlAce ended its routability-driven mode at a weighted congestion of around 0.87.
- The number of different library cells used by synthesis comes to 50.
- The smallest clock period supported by the final layout is computed as between 3000 and 4000 ps.
- The layout summary lists the proportion of cells stronger than drive strength 1 as 11.9%.
- The number of warnings reported in the stage logs is 32.
- Entering global routing, the biggest net connects 26 pins.
- 0 antenna diodes ended up in the layout.
- After floorplanning, the core was divided into 37 placement rows.
- The die outline width is 124 µm.
- Adding up every negative setup slack in the final design gives 0 ps.
- The average footprint of a synthesized cell is 7.95 µm².
- After synthesis, flip-flops and latches occupy 0% of the total area.
- The analysis attributes to cell leakage a power of 1.44 nW.
- The flow measured a signed area growth from synthesis to layout of 117%.
- Setup repair after global routing left no endpoint under its margin.
- From bottom edge to top edge, the die measures 124 µm.
- After detailed routing, the number of vias per cell comes to 4.79.
- For this configuration, the core starts out at a cell density of between 10% and 20%.
- The final layout contains a sequential cell count of 0.
- The wire length on met2 is 5800 µm.
- The worst relative slew slack is 62.4%.
- The total area of sequential cells is 0 µm².
- The number of failing setup endpoints in the final timing report is 0.
- The post-route report lists met1 wire length as slightly below 5000 µm.
- After synthesis, the design contains roughly 230 cells according to Yosys.
- The signal arrival time at the worst endpoint is 2940 ps.
- 208 I/O pins were placed.
- Counting every instance in the synthesized netlist gives 231.
- After the first detailed-routing iteration, the DRC count stood at 241.
- Per the OpenROAD floorplan log, the area of the die is 0.0154 mm².
- The tally of yosys warning messages is 1.
- In the final report, the number of hold violations comes to 0.
- Yosys reports the multiplexer fraction of the synthesized area as 20.0%.
- For this design the ratio of total power to cell area is 103 mW/mm².
- Once detail routing completed, the nets flagged for antenna violations numbered 0.
- The iteration tally of the first detailed-router pass is 8.
- Once detailed placement completed, the half-perimeter wirelength came to 10400 µm.
- The combinational family with the most area after synthesis is AND-OR/OR-AND gates.
- The area share of the largest cell type after synthesis is 11.0%.
- The met3 wire length is roughly 1300 µm.
- The critical path maximum fanout is 24.
- The first global-routing pass estimated approximately 17000 µm of wire.
- The compound-cell area share of the yosys netlist is 41.5%.
- VDD sags by at most between 40 and 50 µV.
- The endpoint type of the worst setup path is an output port.
- Sorting the synthesized cells by area gives the leading types as mux4_2 (11%), a22o_1 (9.5%), buf_6 (5.5%).
- After detailed placement, the design holds a cell count of 563.
- The area of the placeable core is 0.0104 mm².
- The highest routed metal layer is met4.
- The run finished with clean final reports.
- The critical path endpoint has a required time of roughly 3200 ps.
- The initial antenna violation count is 0.
- The number of global-route vias before repair is 2949.
- The top cell type by total area after synthesis is mux4_2.
- The xor/xnor share of the synthesized area is 0%.
- For this block, the via count after detailed routing is 2698.
- The area fraction in full adders, half adders and majority gates is 0%.
- Excluding fillers, the count of instances in the completed layout stands at between 500 and 600.
- The final timing report lists a max-slew violation count of 0.
- The final-layout clock buffer total is 0.
- The logic area is 0.00160 mm².
- Overall routing resource usage recorded by global route was 14.7%.
- STA classifies the critical path startpoint as an input port.
- After layout, the worst path uses 93.5% of the clock period.
- In this run the maximum-capacitance check reported violations numbering 0.
- Per the GRT congestion report, total overflow comes to 0.
## path summary, 6_finish.rpt
path | end | depth (start not counted) | slack, ps | start
worst min-delay path | outfinal[2] | 4 | 2570 | in1[2]
worst max-delay path | outfinal[11] | 6 | 260 | sel[0]
## cells in the mapped netlist, types with 3 or more instances
master     instances
a222oi_1           9
nor2_2            13
nand2b_1           3
mux2i_1            4
and3b_1            4
a21oi_1            3
a22o_1            20
a2bb2oi_1         10
o21ai_0            3
mux2_2             3
nor2_1             7
o22ai_1           10
buf_6              9
a22oi_1           13
nor2b_1           11
buf_2              8
buf_4              7
mux4_2             9
inv_1             10
a32o_1             3
nand2_1           20
mux2_1             8
a41oi_1            8
a31oi_1            3
## repair_timing
action | CTS | global route
buffers inserted | 0 | 0
hold buffers | 0 | 0
hold endpoints to repair | 0 | 0
endpoints found under the setup margin | 0 | 7
resized | 0 | 1
## stage by stage
stage,setup WS (ps),cell area (µm²),power (W),hold WS [ps],utilization (%)
final,259,3990,0.000413,2570,38.3
after CTS,119,3990,0.000418,2580,38.3
after global routing,31.8,3990,0.000446,2600,38.3
after detailed placement,135,3990,0.000415,2580,38.3
after floorplan,1400,1840,0.000149,1700,-
after global placement,172,3990,0.000415,2580,38.3
## kinds of logic after synthesis
family / after synthesis
compound gates: 93
buf+inv: 36
mux: 24
simple gates: 78
## critical path, stage by stage
cell	delay, ps
clkdlybuf4s50_1	490
buf_4	260
nor2_2	400
a2bb2oi_1	230
a41oi_1	240
clkdlybuf4s50_1	520
## layer usage
layer | vias up | global-route usage, %
li1 | 1333 | -
met1 | 1232 | 18.7
met2 | 131 | 24.4
met3 | 2 | 5.46
met4 | 0 | 0.719
met5 | - | 0
## report_power, final
part           internal [W]  switching, W
logic              0.000281      0.000132
registers                 0             0
clock network             0             0
## area by class of cell
type | count | share of cell area, %
Multi-Input combinational cell | 195 | 40.0
Inverter | 11 | 1.03
Timing Repair Buffer | 221 | 54.7
Tap cell | 136 | 4.26
## placed cells by master (no fill, tap or decap), drive strengths merged, types with 10 or more instances in the layout
cell type / netlist / final
o22ai: 10 / 10
clkdlybuf4s50: 0 / 206
inv: 11 / 11
a22o: 20 / 20
a22oi: 13 / 13
nor2: 20 / 20
nor2b: 13 / 13
nand2: 21 / 21
mux2: 11 / 11
a2bb2oi: 10 / 10
buf: 24 / 15
Power is estimated from default activity; no workload was simulated.
